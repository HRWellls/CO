===== /design/flow/design.v =====
`timescale 1ns / 1ps
module multiplier(
  input           clk,       
  input           start,      
  input [31:0]    A,         
  input [31:0]    B,
  output     reg     finish,    
  output  reg   [63:0] res        
);
  reg state;  
  reg[31:0] multiplicand;  
  reg[4:0] cnt;  
  wire[5:0] cnt_next = cnt + 6'b1; 
  wire [31:0] temp= res [63:32] + multiplicand ; 
  reg [31:0] temp_a; 
  reg [31:0] temp_b; 
  wire [31:0] temp_result; 
  reg sign = 0;  
  initial begin 
    res <= 0;
    state <= 0;
    finish <= 0;
    cnt <= 0;
    multiplicand <= 0;
  end
assign temp_result=~res+1; 
  always @(posedge clk) begin
    if(~state && start ) begin 
      sign <= (A[31] ^ B[31]); 
      if(A[31]==1)temp_a=(~A)+1; 
      else temp_a=A;
      if(B[31]==1)temp_b=(~B)+1; 
      else temp_b=B;
      multiplicand = temp_a;
      res[63:32] <=0 ;
      res[31:0]  <=temp_b ;
      state <= 1;
      finish <= 0;
      cnt <= 0;
    end 
    else if(state) begin
      cnt <= cnt_next;
      if(res[0]==1)begin
        res[63:32] = temp; 
      end
      res<=res>>1; 
    end
    if(cnt==31) begin
      cnt <= 0;
      finish <= 1;
      state <= 0;
      if(sign==1)begin 
        res <= ~(res >> 1) + 1'b1;
      end else begin
        res <= res  >> 1;
      end
    end
  end
endmodule

===== /design/flow/run.sh =====
#!/bin/bash
# OpenROAD 26Q1-2900-gdf79404cd8, Yosys 0.63+post, stock flow scripts
make -C /OpenROAD-flow-scripts/flow DESIGN_CONFIG=/design/flow/config.mk WORK_HOME=/design/flow/orfs finish

===== /design/flow/config.mk =====
export PLATFORM = sky130hd
export DESIGN_NAME = multiplier
export DESIGN_NICKNAME = multiplier
export VERILOG_FILES = /design/flow/design.v
export SDC_FILE = /design/flow/constraint.sdc
export NUM_CORES = 4
export LEC_CHECK = 1
export CORE_UTILIZATION = 50

===== /design/flow/constraint.sdc =====
current_design multiplier

set clk_period 14.5
set clk_io_pct 0.2

create_clock -name clk0 -period $clk_period [get_ports {clk}]

set non_clock_inputs [all_inputs -no_clocks]
set_input_delay [expr $clk_period * $clk_io_pct] -clock clk0 $non_clock_inputs
set_output_delay [expr $clk_period * $clk_io_pct] -clock clk0 [all_outputs]

==> qor.yml <==
die:
  die_w_microns: 137
  chipArea_sq_um: 18800
  io_pins: 131
  rows: 48
  die_y_microns: 137
  coreArea_sq_um: 17500
  fp-utilization_pct: 51.9
worst_setup_path:
  critPathSlowestCell: "a222oi_1"
  cp.arrival_ns: 6.76
  critical_path_class: "in2reg"
  required_ns: 14.72
  crit_path_end_kind: "flip-flop"
  worstPathMaxFanout: 35
  path_cells: "clkdlybuf4s50_1, nor2_2, buf_4, a222oi_1, nand4_1, nor4_4, nand4b_2, or4_1, a211oi_1, a221oi_1"
  max_stage_delay_ns: 0.87
  start_kind: "input port"
drt:
  diodes: 0
  totalWireLength_microns: 26300
  antenna_left: 0
  drcViolationCount: 0
  first_pass_iters: 8
  vias: 8944
  via_per_inst: 6.27
  drtIter0Drc: 810
  routedWlPerCell_microns: 18.5
synthesis:
  syn-instance-count: 1101
  xor_area_share_pct: 7.69
  syn_avg_cell_area_sq_um: 8.27
  synth_cell_type_count: 89
  common_cells: "nand2_1, a21oi_1, o21ai_0, nor2_1, edfxtp_1"
  area_leaders: "edfxtp_1, dfxtp_1, xnor2_1"
  yosys_cells: 1101
  synth.cellmix.compoundShare_pct: 29.2
  synth.cellmix.adderShare_pct: 5.17
  ys_area_sq_um: 9110
  synth_top_area_share_pct: 21.4
  async_flop_share_pct: 0
  synthSimpleGateAreaFrac_pct: 21.7
  synthMuxAreaShare_pct: 1.95
  synth-edff-count: 65
  synthFlopType: "edfxtp_1"
  postSynthSeqShare_pct: 30.0
  syn_area_sq_um: 9110
  ys.flops: 104
  synth.most_common_cell: "nand2_1"
  yosysWarnings: 1
  top_logic_kind: "AND-OR/OR-AND gates"
  synth_area_leader_cell: "edfxtp_1"
clock_network:
  tritoncts: "done"
  path_clk_slew_ns: 0.07
  cts.htree.levels: 3
  hold_buffers: 0
  cts_buffer_depth: 2
  cts_resized: 0
  clockRootBuffer: "clkbuf_16"
  cts.sinks: 104
  cts_made_buffers: 9
  clk_latency_ns: 0.36
  cts_setup_buffers: 0
final_timing:
  slew_headroom_pct: 29.4
  skew_ns: 0.00955
  clock.fmax_mhz: 153
  finalCritPeriodShare_pct: 45.1
  hold_viol_final: 0
  rsz0062_at_grt: "false"
  worst_slack_ns: 7.96
  fin_setup_tns_ns: 0
  setup_viol: 0
  tightest_slew_ns: 1.05
  drv_slew: 0
  fin_crit_ns: 6.54
grt:
  grt_use_total_pct: 29.9
  grt_first_pass_wirelength_microns: 42400
  grt_antenna_before_repair: 0
  grt_overflow: 0
  grt_max_degree: 65
  grt_pass1_vias: 8115
cells_and_area:
  logic_area_sq_um: 5990
  regArea_sq_um: 2730
  syn_to_final_growth_pct: 18.8
  final.fill_count: 1543
  layout-drive-gt1-share_pct: 6.08
placement:
  routabilityCongestion: 0.934
  dp_hpwl_microns: 19600
  port_buffers: 130
  pre_cts_slack_ns: 7.67
power_and_ir_drop:
  cellPowerDensity_nw_per_um2: 205
  leakagePower_uw: 0.00383
  vdd_drop_max_mv: 0.140
worst_hold_path:
  hp-class: "reg2reg"
run:
  tool_warnings: 27
  drv_cap: 0
run_status:
  status: "finished clean"
[layer usage]
metal	vias to the layer above	global-route usage (%)	part of all wire [%]
met5	-	0	0
met3	20	6.39	6.9
met1	4203	46.3	47
met2	281	45.8	45
li1	4440	-	-
met4	0	2.87	1.1
[area by class of cell]
type	instances	area share, %
multi-input cells	910	55.4
flip-flops and latches	104	25.3
repair buffers	147	13.2
well taps	225	2.60
clock buffers	11	2.15
inverters	24	0.833
clock inverters	5	0.532
[report_power, final]
part	leakage (uW)	switching, uW	internal, uW
Clock	0.000144	115	135
Sequential	0.000963	153	454
Combinational	0.00272	747	617
Total	0.00383	1020	1210
[worst max-delay path: cells and delay by family]
kind                   cells  cell delay, ns
AOI/OAI and AO/OA          3            1.18
buffers and inverters      2            0.87
and+or+nand+nor            5            1.81
[stage by stage]
step / util [%] / hold slack (ns) / power (uW) / instance area, sq um / instances
2_1_floorplan: - / 0.400 / 1490 / 9110 / 1101
3_3_place_gp: 60.0 / 0.431 / 1960 / 10500 / 1410
3_5_place_dp: 60.0 / 0.445 / 1950 / 10500 / 1410
4_1_cts: 61.7 / 0.454 / 2220 / 10800 / 1426
5_1_grt: 61.7 / 0.476 / 2410 / 10800 / 1426
6_report: 61.7 / 0.445 / 2220 / 10800 / 1426
[layout by cell type (no fill, tap or decap), types with 25 or more instances in the layout]
| cell | netlist | routed |
|---|---|---|
| xnor2_1 | 55 | 55 |
| clkdlybuf4s50_1 | 0 | 130 |
| a21oi_1 | 88 | 88 |
| nor2_1 | 71 | 70 |
| xor2_1 | 25 | 25 |
| o21ai_0 | 79 | 79 |
| o31ai_1 | 34 | 34 |
| ha_1 | 36 | 35 |
| edfxtp_1 | 65 | 65 |
| o211ai_1 | 26 | 26 |
| nand3_1 | 27 | 27 |
| nand2_1 | 123 | 123 |
| dfxtp_1 | 39 | 39 |
[worst paths after layout]
check	startpoint	endpoint	slack, ns	depth (start not counted)
max reg2reg	res[32]$_DFF_P_	res[60]$_DFF_P_	9.70	14
min reg2reg	finish$_SDFFE_PP1P_	finish$_SDFFE_PP1P_	0.44	2
max	start	res[56]$_DFF_P_	7.96	10
min	finish$_SDFFE_PP1P_	finish$_SDFFE_PP1P_	0.44	2
[kinds of logic (layout without fill, tap and decap cells)]
logic type | after synthesis | in the layout
muxes | 17 | 17
DFF | 104 | 104
and+or+nand+nor | 380 | 380
buffers and inverters | 87 | 187
adders and majority gates | 37 | 37
xor gates and xnor gates | 80 | 80
AOI/OAI and AO/OA | 396 | 396
[sequential cells by signal, indices dropped and copies added (netlist names)]
signal and cells:
res 64, multiplicand 32, cnt 5, finish 1, sign 1, state 1
Power is estimated from default activity; no workload was simulated.
