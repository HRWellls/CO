File: /design/flow/run.sh
#!/bin/bash
# OpenROAD 26Q1-2900-gdf79404cd8, Yosys 0.63+post, stock flow scripts
make -C /OpenROAD-flow-scripts/flow DESIGN_CONFIG=/design/flow/config.mk WORK_HOME=/design/flow/orfs finish
File: /design/flow/config.mk
export PLATFORM = sky130hd
export DESIGN_NAME = CSRRegs
export DESIGN_NICKNAME = CSRRegs
export VERILOG_FILES = /design/flow/design.v
export SDC_FILE = /design/flow/constraint.sdc
export NUM_CORES = 4
export LEC_CHECK = 1
export CORE_AREA = 10 10 257 257
export DIE_AREA = 0 0 267 267
File: /design/flow/constraint.sdc
current_design CSRRegs

set clk_period 3.0
set clk_io_pct 0.2

create_clock -name clk0 -period $clk_period [get_ports {clk}]

set non_clock_inputs [all_inputs -no_clocks]
set_input_delay [expr $clk_period * $clk_io_pct] -clock clk0 $non_clock_inputs
set_output_delay [expr $clk_period * $clk_io_pct] -clock clk0 [all_outputs]
File: /design/flow/design.v
`timescale 1ns / 1ps
module CSRRegs(
    input clk, rst,
    input [11:0] raddr, waddr,
    input [31:0] wdata,
    input [1:0] csr_wsc_mode,
    input expt_int, 
    input [31:0] mepc_bypass_in,
    input [31:0] mcause_bypass_in,
    input [31:0] mtval_bypass_in,
    input [31:0] mstatus_bypass_in,   
    input [31:0] mtvec_bypass_in,     
    output [31:0] rdata,
    output [31:0] mstatus0, mtvec0, mcause0, mtval0, mepc0
);
    reg [31:0] rdata0;
    reg [31:0] mstatus, mtvec, mcause, mtval, mepc;
    assign rdata = rdata0;
    assign mstatus0 = mstatus;
    assign mtvec0 = mtvec;
    assign mcause0 = mcause;
    assign mtval0 = mtval;
    assign mepc0 = mepc;
    localparam CSR_W = 2'b01,   
               CSR_S = 2'b10,   
               CSR_C = 2'b11;   
    always @(*) begin
        case (raddr)
            12'h300: rdata0 = mstatus;
            12'h305: rdata0 = mtvec;
            12'h341: rdata0 = mepc;
            12'h342: rdata0 = mcause;
            12'h343: rdata0 = mtval;
            default: rdata0 = 32'b0;
        endcase
    end
    always @(posedge clk or posedge rst) begin
        if (rst) begin
            mstatus <= 32'b0;
            mtvec <= 32'b0;
            mcause <= 32'b0;
            mtval <= 32'b0;
            mepc <= 32'b0;
        end else begin
            if (expt_int) begin
                mepc <= mepc_bypass_in;
                mcause <= mcause_bypass_in;
                mtval <= mtval_bypass_in;
                mstatus <= mstatus_bypass_in;  
                mtvec <= mtvec_bypass_in;     
            end else if (csr_wsc_mode != 2'b00) begin
                case (waddr)
                    12'h300: begin
                        case (csr_wsc_mode)
                            CSR_W: mstatus <= wdata;
                            CSR_S: mstatus <= mstatus | wdata;
                            CSR_C: mstatus <= mstatus & ~wdata;
                        endcase
                    end
                    12'h305: begin
                        case (csr_wsc_mode)
                            CSR_W: mtvec <= wdata;
                            CSR_S: mtvec <= mtvec | wdata;
                            CSR_C: mtvec <= mtvec & ~wdata;
                        endcase
                    end
                    12'h341: begin
                        case (csr_wsc_mode)
                            CSR_W: mepc <= wdata;
                            CSR_S: mepc <= mepc | wdata;
                            CSR_C: mepc <= mepc & ~wdata;
                        endcase
                    end
                    12'h342: begin
                        case (csr_wsc_mode)
                            CSR_W: mcause <= wdata;
                            CSR_S: mcause <= mcause | wdata;
                            CSR_C: mcause <= mcause & ~wdata;
                        endcase
                    end
                    12'h343: begin
                        case (csr_wsc_mode)
                            CSR_W: mtval <= wdata;
                            CSR_S: mtval <= mtval | wdata;
                            CSR_C: mtval <= mtval & ~wdata;
                        endcase
                    end
                endcase
            end
        end
    end
endmodule
==> run notes <==
Flow results follow.

The worst setup path is of the in2out kind. The synthesis run shows multiplexers occupying a little over 3% of the cell area. The die is approximately 270 µm tall. The detailed placement HPWL is roughly 50000 µm. The leakage power figure is 6.72 nW. The number of buffers created by CTS is 17.

Of the total power, combinational logic draws 24.5%. The share of the Yosys chip area taken by registers is 38.1%. The synthesized instance count is 1178.

In this run the tools logged warnings totalling 32. The final hold slack is 0.593 ns. The number of vias in the routed layout is 12200. The share of total power in sequential cells is approximately two fifths. According to the floorplan report, the die width is 267 µm. The predominant post-synthesis flop cell is sky130_fd_sc_hd__dfrtp_1. The worst setup slack before clock tree synthesis is -0.680 ns.

The first global-routing pass estimated 94200 µm of wire. The synthesis report lists the Yosys warning total as 1. The most common logic cell in the final layout is sky130_fd_sc_hd__clkdlybuf4s50_1. The initial antenna violation count is 15.

Global routing finished with a remaining overflow of 0. The endpoint kind of the worst setup timing path is an output pin. After synthesis, the netlist uses 49 different library cells. In the log, the iteration count for the first detailed-route pass is 9. The area of the die is around 71000 µm².

In this run, synthesis inferred 0 flip-flops with an integrated enable. The report puts the cell count of the worst reg-to-reg path at 4. The post-CTS hold buffer count recorded in the log is 0.

For reference, compound AND-OR and OR-AND cells occupy 35.9% of the area reported after synthesis. The clock share of power is between 30% and 40%. Switching power as a fraction of the total was reported as 30.3%. The final critical-path share of the clock period is 99.3%. The cell that appears most often on the critical path is sky130_fd_sc_hd__buf_6. For reference, full adder, half adder and majority cells occupy 0.358% of the area reported after synthesis. The element type at the critical path start is an input port. TritonRoute output was used to compute an average wire per cell of 28.6 µm.

The core utilization at floorplan is about 17%. The detail route stage leaves a number of antenna-violating nets equal to 0. The share of the core filled with cells in the final layout is 28.2%.

The total net switching power is 2.06 mW. The post-synthesis simple-gate area fraction is 9.18%. The post-synthesis average cell area is between 8 and 9 µm². The worst path in the final design needs a cycle of approximately 3.0 ns, including I/O delays and setup.

The residual DRC count is 0. The synthesized netlist has a Yosys-reported chip area of 10500 µm². Derived from the worst setup path, the maximum achievable clock frequency is around 340 MHz. The post-route non-filler standard cell count is 2361. During placement, the flow inserted port buffers numbering around 410. After Yosys synthesis, XOR and XNOR cells account for under 10% of the synthesized area. The H-tree generated during clock tree synthesis spans 4 levels. In this run, placement finished with an instance count of 2303. The synthesized netlist was found by Yosys to have roughly 1200 cells.

The synthesis report gives the async set-or-reset register share as 100%. The path category of the worst min-delay check is reg2reg. By area the synthesized netlist is led by sky130_fd_sc_hd__dfrtp_1, sky130_fd_sc_hd__a221oi_1, sky130_fd_sc_hd__a311oi_1. TritonCTS built the clock tree. The worst VDD IR drop from the latest analysis is 0.347 mV. The transition time recorded at the tightest slew-check pin is 0.647 ns. The run finished with clean final reports. Counting every sink on the clock net gives approximately 160.

Total power normalized to cell area comes to 398 nW/µm². Counting the fill cells in the layout gives 6202. The total track usage is 18.5%. In the post-route analysis, the smallest setup slack over all paths is 0.0198 ns. The combinational family with the most area after synthesis is AND-OR/OR-AND gates. The critical-path maximum fanout is 3. The mapped netlist covers 10500 µm². The via count of the first global-routing pass is ~12000. The placer congestion estimate is 0.909. The area overhead of the layout relative to synthesis is 62.0%. The instance count along the most critical hold path is 2. Per the cell usage report, the commonest logic cells after layout are sky130_fd_sc_hd__clkdlybuf4s50_1, sky130_fd_sc_hd__dfrtp_1, sky130_fd_sc_hd__inv_1. The longest clock path from root to sink contains 2 buffers. In this run the standard cell core region covers roughly 60000 µm². The setup clock skew after layout is 0 ns.

The slowest stage of the critical path is the sky130_fd_sc_hd__or4b_4 cell. Setup repair after global routing could not meet its margin everywhere. The detailed router reported a total wirelength of 67600 µm.

Data on the critical path is required at its endpoint by ~2.4 ns. The clock-pin slew of the registers on the worst-case setup and hold paths is 0.07 ns. The delay of the slowest cell on the worst path is between 0.5 and 0.6 ns. In the final layout, the share of cells above drive strength 1 is 13.2%. The number of placement rows is 90.

The total I/O pin count is 413. The pin count of the biggest net entering global routing is between 100 and 150. The cell sequence reported for the critical path is buf_6 -> or4b_4 -> nor4_4 -> buf_6 -> buf_12 -> buf_12 -> buf_6 -> buf_6 -> a22oi_2 -> o21ai_1 -> buf_2. Yosys reports that the leading cell type by area covers 38.1% of the netlist area. For this run, the final setup violation count is recorded as 0. The number of maximum-capacitance violations recorded for the run is 0. The data arrival time of the critical path is 2.38 ns. The internal power of the cells totals around 4.7 mW. The master cell of the clock root buffer is sky130_fd_sc_hd__clkbuf_16.

The biggest area consumer among synthesized cells is sky130_fd_sc_hd__dfrtp_1. After the first detailed-routing iteration, the DRC count stood at between 1000 and 1500. The number of slew-limit violations in the final report is 0. The register bit count reported by yosys is approximately 160. The average via count per standard cell is 5.19. The setup TNS is 0 ns. The clock latency reported for the late side of the worst-skew pair is 0.46 ns. Per the slew report, the remaining headroom to the max-slew limit stands at a little under three fifths.

Counting endpoints that fail hold in the final report gives 0.
==> layer usage <==
layer | vias up | track usage, % | wire length (µm)
li1 | 5296 | - | -
met1 | 6079 | 24.4 | 27400
met2 | 749 | 27.0 | 29400
met3 | 102 | 9.12 | 9160
met4 | 18 | 4.07 | 1570
met5 | - | 0 | 137
==> sequential cells by signal, summed over array words and instances (netlist names) <==
register  flops
mtvec        32
mstatus      32
mtval        32
mepc         32
mcause       32
==> through the flow <==
stage          cell area (µm²)  power [mW]
2_1_floorplan            10500        3.14
3_3_place_gp             16000        4.31
3_5_place_dp             16000        4.33
4_1_cts                  16900        6.82
5_1_grt                  17000        7.09
6_report                 17000        6.77
==> synth_stat cells, types with 2 or more instances <==
library cell	count
sky130_fd_sc_hd__mux2i_1	32
sky130_fd_sc_hd__nor4_2	2
sky130_fd_sc_hd__nand2_1	15
sky130_fd_sc_hd__nor2_1	114
sky130_fd_sc_hd__o32ai_1	3
sky130_fd_sc_hd__dfrtp_1	160
sky130_fd_sc_hd__a221oi_1	121
sky130_fd_sc_hd__nor3_1	3
sky130_fd_sc_hd__nand3_1	2
sky130_fd_sc_hd__a22o_1	32
sky130_fd_sc_hd__a211oi_1	30
sky130_fd_sc_hd__nand3b_1	3
sky130_fd_sc_hd__a22oi_1	32
sky130_fd_sc_hd__buf_2	36
sky130_fd_sc_hd__buf_4	7
sky130_fd_sc_hd__o21ai_1	5
sky130_fd_sc_hd__o31ai_1	45
sky130_fd_sc_hd__o21ai_0	57
sky130_fd_sc_hd__clkbuf_2	4
sky130_fd_sc_hd__xor2_1	26
sky130_fd_sc_hd__buf_1	5
sky130_fd_sc_hd__nor4_4	2
sky130_fd_sc_hd__nor2b_1	34
sky130_fd_sc_hd__ha_1	3
sky130_fd_sc_hd__a31oi_1	2
sky130_fd_sc_hd__nor2_2	2
sky130_fd_sc_hd__and3b_1	3
sky130_fd_sc_hd__a222oi_1	16
sky130_fd_sc_hd__a311oi_1	117
sky130_fd_sc_hd__nand2b_1	2
sky130_fd_sc_hd__clkbuf_1	90
sky130_fd_sc_hd__inv_1	146
sky130_fd_sc_hd__a21oi_1	10
sky130_fd_sc_hd__xnor2_1	2
==> final cells by class <==
| type | instances | area (µm²) | share of cell area [%] |
|---|---|---|---|
| antenna | 4 | 10.0 | 0.0589 |
| clock buffer | 18 | 439 | 2.58 |
| clock inverter | 14 | 201 | 1.18 |
| inverter | 146 | 552 | 3.25 |
| multi-input combinational | 730 | 5530 | 32.5 |
| sequential | 160 | 4000 | 23.5 |
| tap | 782 | 978 | 5.75 |
| timing repair buffer | 507 | 5290 | 31.1 |
==> critical path, delay by kind of cell <==
family | cells | cell delay [ns]
and+or+nand+nor | 2 | 0.82
AOI/OAI and AO/OA | 2 | 0.15
buffers and inverters | 7 | 0.80
==> worst paths after layout <==
| path | slack (ns) | to | start |
|---|---|---|---|
| min in group asynchronous | 0.60 | mepc[1]$_DFFE_PP0P_ | rst |
| hold / removal | 0.59 | mepc[24]$_DFFE_PP0P_ | mepc[24]$_DFFE_PP0P_ |
| hold reg to reg | 0.59 | mepc[24]$_DFFE_PP0P_ | mepc[24]$_DFFE_PP0P_ |
| max in group asynchronous | 1.89 | mcause[22]$_DFFE_PP0P_ | rst |
| setup / recovery | 0.02 | rdata[21] | raddr[3] |
| setup reg to reg | 1.70 | mepc[12]$_DFFE_PP0P_ | mepc[12]$_DFFE_PP0P_ |
==> cell families after synthesis <==
| logic type | Yosys count |
|---|---|
| compound gates | 474 |
| buf+inv | 288 |
| flops | 160 |
| simple gates | 193 |
| mux | 32 |
| xor+xnor | 28 |
| fa+ha+maj | 3 |
==> timing repair <==
action,CTS,global route
buffers inserted,15,1
endpoints found under the setup margin,32,25
pin swaps,6,9
gates resized,166,43
endpoints found under the hold margin,0,0
gates cloned,5,2
==> power by group through the flow <==
stage	Combinational, mW	Clock, mW	Sequential (mW)
CTS	1.66	2.52	2.63
global route	1.80	2.62	2.66
finish	1.66	2.47	2.64
No activity file was given, so power comes from the tool's default toggle rates.
