--- flow/design.v ---
`timescale 1ns / 1ps
module ID_EX(
    input wire clk,
    input wire rst,
    input wire [31:0] input_pc,
    input wire [31:0] input_inst,
    input wire [1:0] input_jump,
    input wire [2:0] input_mem_read,
    input wire input_branch,
    input wire [1:0] input_mem_to_reg,
    input wire [1:0] input_mem_write,
    input wire input_alu_src,
    input wire input_aui,
    input wire input_reg_write,
    input wire [31:0] input_rd1,
    input wire [31:0] input_rd2,
    input wire [3:0] input_alu_operation,
    input wire [5:0] inpu_write_reg,
    input wire [31:0] input_imm,
    output wire [31:0] output_pc,
    output wire [31:0] output_inst,
    output wire [1:0] output_jump,
    output wire [2:0] output_mem_read,
    output wire output_branch,
    output wire [1:0] output_mem_to_reg,
    output wire [1:0] output_mem_write,
    output wire output_alu_src,
    output wire output_aui,
    output wire output_reg_write,
    output wire [31:0] output_rd1,
    output wire [31:0] output_rd2,
    output wire [3:0] output_alu_operation,
    output wire [5:0] output_write_reg,
    output wire [31:0] output_imm
    );
reg [31:0] temp_pc;
reg [31:0] temp_inst;
reg [1:0] temp_jump;
reg [2:0] temp_mem_read;
reg temp_branch;
reg [1:0] temp_mem_to_reg;
reg [1:0] temp_mem_write;
reg temp_alu_src;
reg temp_aui;
reg temp_reg_write;
reg [31:0] temp_rd1;
reg [31:0] temp_rd2;
reg [3:0] temp_alu_operation;
reg [5:0] temp_write_reg;
reg [31:0] temp_imm;
assign output_pc = temp_pc;
assign output_inst = temp_inst;
assign output_jump = temp_jump;
assign output_mem_read = temp_mem_read;
assign output_branch = temp_branch;
assign output_mem_to_reg = temp_mem_to_reg;
assign output_mem_write = temp_mem_write;
assign output_alu_src = temp_alu_src;
assign output_aui = temp_aui;
assign output_reg_write = temp_reg_write;
assign output_rd1 = temp_rd1;
assign output_rd2 = temp_rd2;
assign output_alu_operation = temp_alu_operation;
assign output_write_reg = temp_write_reg;
assign output_imm = temp_imm;
always @(posedge clk or posedge rst) begin
    if(rst)begin
        temp_pc <= 32'b0;
        temp_inst <= 32'b0;
        temp_jump <= 2'b0;
        temp_mem_read <= 3'b0;
        temp_branch <= 1'b0;
        temp_mem_to_reg <= 2'b0;
        temp_mem_write <= 2'b0;
        temp_alu_src <= 1'b0;
        temp_aui <= 1'b0;
        temp_reg_write <= 1'b0;
        temp_rd1 <= 32'b0;
        temp_rd2 <= 32'b0;
        temp_alu_operation <= 4'b0;
        temp_write_reg <= 6'b0;
        temp_imm <= 32'b0;
    end
    else begin
        temp_pc <= input_pc;
        temp_inst <= input_inst;
        temp_jump <= input_jump;
        temp_mem_read <= input_mem_read;
        temp_branch <= input_branch;
        temp_mem_to_reg <= input_mem_to_reg;
        temp_mem_write <= input_mem_write;
        temp_alu_src <= input_alu_src;
        temp_aui <= input_aui;
        temp_reg_write <= input_reg_write;
        temp_rd1 <= input_rd1;
        temp_rd2 <= input_rd2;
        temp_alu_operation <= input_alu_operation;
        temp_write_reg <= inpu_write_reg;
        temp_imm <= input_imm;
    end
end
endmodule
--- flow/run.sh ---
#!/bin/bash
# OpenROAD 26Q1-2900-gdf79404cd8, Yosys 0.63+post, stock flow scripts
make -C /OpenROAD-flow-scripts/flow DESIGN_CONFIG=/design/flow/config.mk WORK_HOME=/design/flow/orfs finish
--- flow/config.mk ---
export PLATFORM = sky130hd
export DESIGN_NAME = ID_EX
export DESIGN_NICKNAME = ID_EX
export VERILOG_FILES = /design/flow/design.v
export SDC_FILE = /design/flow/constraint.sdc
export NUM_CORES = 4
export LEC_CHECK = 1
export CORE_AREA = 10 10 209 209
export DIE_AREA = 0 0 219 219
--- flow/constraint.sdc ---
current_design ID_EX

set clk_period 1.0
set clk_io_pct 0.2

create_clock -name clk0 -period $clk_period [get_ports {clk}]

set non_clock_inputs [all_inputs -no_clocks]
set_input_delay [expr $clk_period * $clk_io_pct] -clock clk0 $non_clock_inputs
set_output_delay [expr $clk_period * $clk_io_pct] -clock clk0 [all_outputs]
==> results.toml <==
# flow metrics
[timing]
final_max_slew_viol_count = 0
fin_crit_sh = 1.14
period_minus_slack_ns = 1.14
finalHoldViolations = 0
tightest_slew_ns = 0.207
setup_slack_ns = -0.144
setup_viol = 183
slew_headroom = 0.862
fmax_mhz = 874
rsz0062_at_grt = "true"

[setup_path]
path_class = "reg -> out"
cp_max_fo = 1
crit_buf_inv = 1
slowest_stage = "dfrtp_1"
cp.depth = 1
crit_chain = "buf_2"
cpPeakStageDelay_ns = 0.38
critPathArrivalTime_ns = 0.94
cp-start-kind = "flip-flop"
cp-endpoint = "output_write_reg[2]"
critPathTopFamily = "flip-flops"
end_kind = "output port"
required_ns = 0.80
critical_path.startpoint = "temp_write_reg[2]"

[layout]
logic_area_um2 = 0
area.growth.synth_to_final_pct = 91.9
num-multi-input-gates = 0
utilization = 0.226
drive_gt1_frac = 0.391

[job]
max_cap_violations = 0
warnings = 28

[clocking]
cts.clk_slew.worst_paths_ns = 0.06
cts_inserted_buffers = 17
cts_max_level = 4
cts_tree = "built"
cts.sinks = 183
postCtsSetupRepairBufs = 0
ctsHoldBuffers = 0
root_buffer = "clkbuf_16"
clockBufferDepth = 2

[power]
power_leakage_nw = 3.97
finalPower_mw = 15.5
power.density_nw_per_um2 = 1760
ir_worst_vdd_v = 0.00115

[min_path]
hold_path_class = "in -> async"

[drt]
ant_nets = 0
drtIter0Drc = 122
num_vias = 3047
finalWirelength_um = 16800
routed_via_density = 2.72
wire_per_inst_um = 15.0
drc_errors = 0
diodes = 0
dr.pass1.iters = 4

[yosys]
synth_chip_area_um2 = 4580
netlist_instances = 184
synth_flops = 183
synthTopCellsByArea = "dfrtp_1, inv_1"
syn_area_per_cell_um2 = 24.9
synthFlopType = "dfrtp_1"
async_flop_share = 1.00
top_cell = "dfrtp_1"
yosys-top-cells-count = "dfrtp_1, inv_1"
syn-cell-area_um2 = 4580
synth_area_leader_cell = "dfrtp_1"
top_area_frac = 0.999
edf_count = 0
ys_types = 2
ys_seq_frac = 0.999
yosysWarningCount = 1
yosys_cells = 184

[place]
portBuffers = 367
gp_congestion = 0.750
dp_hpwl_um = 14100

[floorplan]
fp-utilization = 0.118
core_area_um2 = 38900
dieHeight_um = 219
die_w_um = 219
dieArea_um2 = 48000
io_pins = 368
rows = 72

[grt]
grt_pass1_wl_um = 23500
grt_max_degree = 23
grt_pass1_vias = 3347
antenna_found_initial = 1
overflow = 0
track_usage = 0.0669

[outcome]
status = "finished with violations"
violations = "setup timing"
==> stage by stage <==
step                      hold slack, ns  setup TNS, ns  setup slack [ns]  cell area (um^2)  instances
after floorplan                    0.231        -283.75             -1.55              4590        184
after global placement             0.620        -0.0935           -0.0401              9150       1090
after detailed placement           0.609         -0.116           -0.0481              9150       1090
after CTS                          0.101         -29.22            -0.213              8790       1122
after global routing               0.119         -30.80            -0.206              8790       1122
final                              0.139         -19.80            -0.144              8790       1122
==> power breakdown <==
group          switching [mW]  total (mW)  leakage, nW  internal (mW)
logic                   0.363        1.31         1.57          0.949
registers              0.0781        7.85         2.13           7.77
clock network            2.85        6.29        0.263           3.44
total                    3.29        15.5         3.97           12.2
==> area by class of cell <==
type	count	area (um^2)
fillers	4139	30100
clock buffers	18	429
well taps	518	648
flip-flops and latches	183	4580
repair buffers	388	3000
clock inverters	14	128
inverters	1	7.51
==> layout by cell type, fill, tap and decap left out <==
cell type / count
clkinv_2: 3
inv_6: 3
clkinvlp_4: 5
bufinv_16: 1
clkdlybuf4s50_1: 184
clkbuf_16: 17
dfrtp_1: 183
buf_12: 7
buf_2: 183
buf_4: 14
clkbuf_1: 1
clkinv_4: 3
==> how the worst min path moves through the flow <==
stage | to | slack, ns
after global routing | temp_inst[22] | 0.12
after CTS | temp_inst[22] | 0.10
final | temp_rd2[19] | 0.14
==> logic make-up (layout without fill, tap and decap cells) <==
kind of cell  count (synthesis)  after routing  share of synthesized area
flops                       183            183                      0.999
buf+inv                       1            421                   0.000818
==> routing by layer <==
metal	GRT usage	vias up	routed length, um
met2	0.116	163	8900
li1	-	1384	-
met1	0.0753	1487	5940
met3	0.0305	13	1670
met5	0	-	0
met4	0.0113	0	323
==> what timing repair did <==
| action | 4_1_cts | 5_1_grt |
|---|---|---|
| hold endpoints to repair | 0 | 0 |
| endpoints found under the setup margin | 183 | 183 |
| pin swaps | 0 | 0 |
| resized | 588 | 0 |
Power and IR drop assume default switching activity.
